### flow/config.mk
export PLATFORM = sky130hd
export DESIGN_NAME = sdiv
export DESIGN_NICKNAME = sdiv
export VERILOG_FILES = /design/flow/design.v
export SDC_FILE = /design/flow/constraint.sdc
export NUM_CORES = 4
export LEC_CHECK = 1
export CORE_AREA = 10 10 104 104
export DIE_AREA = 0 0 114 114
### flow/constraint.sdc
current_design sdiv

set clk_period 3.7
set clk_io_pct 0.2

create_clock -name clk0 -period $clk_period [get_ports {clk}]

set non_clock_inputs [all_inputs -no_clocks]
set_input_delay [expr $clk_period * $clk_io_pct] -clock clk0 $non_clock_inputs
set_output_delay [expr $clk_period * $clk_io_pct] -clock clk0 [all_outputs]
### flow/design.v
module sdiv(clk, reset, start, word1, word2, quotient, remainder, ready);
	input clk, reset, start;
	input [7:0] word1;
	input [3:0] word2;
	output [3:0] quotient, remainder;
	output ready;
	wire load, shift, subshift, sub; 
	wire lt;
	reg [7:0] dividend; 
	reg [3:0] divisor; 
	reg sign; 
	wire [4:0] diff, edivisor; 
	assign edivisor = {divisor[3], divisor}; 
	assign diff = (dividend[7]^divisor[3]) ? (dividend[7:3] + edivisor)
						: (dividend[7:3] - edivisor);
	assign lt = (dividend[7]^diff[4]) && (diff != 4'b0); 
	always @ (posedge clk) begin
		if (load) begin
			dividend <= word1; divisor <= word2;
			sign <= word1[7] ^ word2[3];
			end
		else if (shift) dividend <= {dividend[6:0], 1'b0}; 
		else if (subshift) dividend <= {diff[3:0], dividend[2:0], 1'b1}; 
	end
	assign quotient = sign ? -dividend[3:0] : dividend[3:0];
	assign remainder = dividend[7:4];
	reg overflow;
	reg state;
	localparam S0 = 0, S1 = 1;
	reg [1:0] count;
	always @ (posedge clk, negedge reset) 
		if (~reset) begin state <= S0; count <= 0; end
		else
			case (state)
				S0: if (start) begin state <= S1; count <= 3; end
				S1: if (count==0) state <= S0;
			else count <= count - 1;
		endcase
	assign load = (state==S0) && start;
	assign shift = (state==S1) && lt;
	assign subshift = (state==S1) && ~lt;
	assign ready = (state==S0) && reset;
endmodule
### flow/run.sh
#!/bin/bash
# OpenROAD 26Q1-2900-gdf79404cd8, Yosys 0.63+post, stock flow scripts
make -C /OpenROAD-flow-scripts/flow DESIGN_CONFIG=/design/flow/config.mk WORK_HOME=/design/flow/orfs finish
==> impl_metrics.tcl <==
# collected from the flow reports
set metrics [dict create \
    status "completed" \
    simple_gate_share 0.174 \
    syn-cell-area_sq_um 1150 \
    rr_startpoint "dividend[7]$_DFFE_PP_" \
    cts_setup_buffers 0 \
    ioPinCount 24 \
    aoi_share 0.146 \
    topCellsByArea "edfxtp_1 34%, ha_1 8.7%, dfrtp_1 6.5%" \
    clk_pin_slew_ns 0.06 \
    drive_gt1_frac 0.0606 \
    synthCells 113 \
    hold_end "count[1]$_DFFE_PN0P_" \
    p_per_area_nw_per_um2 959 \
    yosys.area_share.adder 0.105 \
    drt-initial-drc-count 63 \
    via_count 861 \
    logic_area_sq_um 586 \
    worstMarginPinSlew_ns 0.545 \
    tool_warnings 26 \
    fin_ws_ns 0.707 \
    dp_hpwl_um 2250 \
    r2r_cells 10 \
    cts_tree "yes" \
    wire_per_inst_um 11.4 \
    grt_pass1_vias 857 \
    top_cell_area_share 0.340 \
    cp.arrival_ns 3.00 \
    most_common_cell "edfxtp_1" \
    path_cells "xnor2_1 -> nor2_1 -> a21o_1 -> inv_1 -> fa_1 -> nor4bb_1 -> and4_1 -> or2_1 -> o32a_1 -> a22o_1" \
    grt_pass1_wl_um 4390 \
    finalSetupViolCount 0 \
    p_leak_uw 0.000577 \
    antenna_found_initial 0 \
    worstPathMaxFanout 7 \
    io_buffers 23 \
    vias_per_cell 3.59 \
    cp_num_buf_inv 1 \
    cts_sinks 16 \
    rsz0062_at_grt "no" \
    totalWireLength_um 2740 \
    clock-root-buffer "clkbuf_8" \
    die_h_um 114 \
    cts-htree-levels 1 \
    cts_buffer_depth 2 \
    drc 0 \
    ys_cells 113 \
    slew_headroom 0.636 \
    ir_worst_vdd_mv 0.336 \
    synthMuxAreaShare 0 \
    antenna_cells 0 \
    drtPass1Iterations 4 \
    num-fill-cells 973 \
    drv_cap 0 \
    critical_path_required_ns 3.71 \
    critPathLaunchType "register" \
    rr_endpoint "dividend[5]$_DFFE_PP_" \
    grt_start_max_net_pins 17 \
    grt-ovfl-total 0 \
    regArea_sq_um 465 \
    fin_crit_sh 0.809 \
    routabilityCongestion 0.900 \
    endpoint_kind "register" \
    hp-class "register to register" \
    finClkSkew_ns 0.00690 \
    hp-start "count[1]$_DFFE_PN0P_" \
    coreArea_sq_um 8680 \
    ys_seq_frac 0.405 \
    synth_area_per_cell_sq_um 10.2 \
    power_uw 1440 \
    maxClockFrequency_ghz 0.334 \
    yosys.area.top_type "edfxtp_1" \
    max_stage_delay_ns 0.49 \
    crit_slowest_cell "edfxtp_1" \
    yosys_most_used_dff "edfxtp_1" \
    logic_family "simple AND/OR/NAND/NOR gates" \
    reg2reg_slack_ns 0.71 \
    slew_violations 0 \
    die-area_sq_um 13000 \
    cts_hold_buf 0 \
    die_w_um 114 \
    crit_type "register to register" \
    place_ws_ns 0.732 \
    rows 34 \
    hold_ws_ns 0.530 \
    fin_setup_tns_ns 0 \
    yosysWarnings 1 \
    fin_crit_ns 2.99 \
    edf_count 13 \
    fp_util 0.132 \
    cts-resized-gates 0 \
    synth_chip_area_sq_um 1150 \
    clk_latency_ns 0.25 \
    grtUsageTotal 0.0418 \
    area_growth_pct 30.8 \
    whs_path_depth 2 \
    ys_types 37 \
    common_cells "13 x edfxtp_1, 11 x inv_1, 11 x nand2_1" \
    hold_viol 0 \
    cts_buffers 3 \
    ys_sh_xor 0.0850 \
    detail-route-antenna-nets 0 \
    async_flop_share 0.188 \
    cp_top_family "AND-OR/OR-AND gates" \
    synth_flops 16 \
]
-- worst min-delay path: cells and delay by family, from the launching register on --
family	cells	cell delay (ns)
flops	1	0.34
compound gates	1	0.10
simple gates	1	0.05
-- worst max path at each step --
stage	from	endpoint	slack, ns	cells past startpoint
4_1_cts	dividend[7]$_DFFE_PP_	dividend[5]$_DFFE_PP_	0.72	10
5_1_grt	dividend[7]$_DFFE_PP_	dividend[5]$_DFFE_PP_	0.49	10
6_report	dividend[7]$_DFFE_PP_	dividend[5]$_DFFE_PP_	0.71	10
-- layout make-up --
cell class                      count  area share
Timing Repair Buffer               23       0.153
Sequential cell                    16       0.310
Inverter                           11      0.0275
Tap cell                          108      0.0899
Clock buffer                        4      0.0300
Multi-Input combinational cell     78       0.390
-- routing by layer --
metal  routed length, um  part of all wire  GRT usage  up-vias
met4                  18            0.0066    0.00418        0
met5                   0                 0          0        -
met1                1300              0.48     0.0580      396
met2                1230              0.45     0.0623       28
li1                    -                 -          -      435
met3                 191             0.070     0.0165        2
-- cell usage in the layout (no fill, tap or decap), types with 2 or more instances in the layout --
cell,instances
clkdlybuf4s50_1,23
edfxtp_1,13
inv_1,11
nand2_1,11
ha_1,8
xnor2_1,6
nor2_1,6
o21ai_0,5
nand2b_1,3
a211oi_1,3
or2_2,3
o32ai_1,3
clkbuf_8,3
dfrtp_1,3
a21o_1,2
nor3_1,2
a21oi_1,2
xor2_1,2
or2_1,2
a221o_1,2
o32a_1,2
nor2b_1,2
-- sequential cells by signal, indices dropped and copies added (netlist names) --
name,flops
sign,1
dividend,8
count,2
divisor,4
state,1
-- report_power, final --
group	internal, uW	leakage (uW)	total, uW	switching [uW]
clock network	76.2	0.0000228	133	56.6
registers	313	0.000162	392	79.3
logic	481	0.000392	916	435
-- cells by family (layout without fill, tap and decap cells) --
| logic type | Yosys count | count (layout) |
|---|---|---|
| XOR/XNOR | 9 | 9 |
| flip-flops | 16 | 16 |
| buffers and inverters | 19 | 38 |
| adder cells (fa/ha/maj) | 9 | 9 |
| AND-OR/OR-AND | 23 | 23 |
| AND/OR/NAND/NOR | 37 | 37 |
-- per-stage QoR --
stage,cell area [sq um],instances,util
after global routing,1500,240,0.173
after floorplan,1150,113,-
after global placement,1460,236,0.168
after CTS,1500,240,0.173
after detailed placement,1460,236,0.168
final,1500,240,0.173
Power is estimated from default activity; no workload was simulated.
