File: flow/constraint.sdc
current_design smul

set clk_period 4.8
set clk_io_pct 0.2

create_clock -name clk0 -period $clk_period [get_ports {clk}]

set non_clock_inputs [all_inputs -no_clocks]
set_input_delay [expr $clk_period * $clk_io_pct] -clock clk0 $non_clock_inputs
set_output_delay [expr $clk_period * $clk_io_pct] -clock clk0 [all_outputs]
File: flow/run.sh
#!/bin/bash
# OpenROAD 26Q1-2900-gdf79404cd8, Yosys 0.63+post, stock flow scripts
make -C /OpenROAD-flow-scripts/flow DESIGN_CONFIG=/design/flow/config.mk WORK_HOME=/design/flow/orfs finish
File: flow/config.mk
export PLATFORM = sky130hd
export DESIGN_NAME = smul
export DESIGN_NICKNAME = smul
export VERILOG_FILES = /design/flow/design.v
export SDC_FILE = /design/flow/constraint.sdc
export NUM_CORES = 4
export LEC_CHECK = 1
export CORE_AREA = 10 10 86 86
export DIE_AREA = 0 0 96 96
File: flow/design.v
module smul(clk, reset, start, word1, word2, product, ready);
	input clk, reset, start;
	input [3:0] word1, word2;
	output [7:0] product;
	output ready;
	wire m0; 
	wire load, shift, addshift; 
	wire sub; 
	reg [7:0] product;
	reg [3:0] multiplicand;
	wire[4:0] sum;  
	wire[4:0] emcand, eprod;
	assign m0 = product[0];
	assign eprod = {product[7], product[7:4]}; 
	assign emcand = {multiplicand[3],multiplicand}; 
	assign sum = sub ? (eprod - emcand) : (eprod + emcand);
	always @ (posedge clk) begin
		if (load) begin
			multiplicand <= word1;
			product <= {4'b0, word2}; 
		end
		else if (addshift) product <= {sum, product[3:1]};
		else if (shift) product <= {product[7], product[7:1]}; 
	end
	localparam S0=0, S1=1;
	reg state;
	reg [1:0] count;
	always @ (posedge clk, negedge reset) 
		if (~reset) state <= S0;
		else
			case (state)
			S0: if (start) begin state <= S1; count <= 3; end
			S1: if (count==0) state <= S0;
			else count <= count - 1;
			endcase
	assign load = (state==S0) && start;
	assign shift = (state==S1) && ~m0;
	assign addshift = (state==S1) && m0;
	assign ready = (state==S0) && reset;
	assign sub = (state==S1) && (count==0); 
endmodule
==> run_results.csv <==
group,metric,value,unit
outcome,status,"finished, final reports clean",
cells_and_area,combGateArea,392,sq um
logic_synthesis,ys_area,853,sq um
floorplan,die_area,9220,sq um
place,hpwl,1.49,mm
logic_synthesis,avgSynthCellArea,10.5,sq um
final_timing,finalCritPeriodShare,63.5,%
logic_synthesis,yosys.area.top_type,"edfxtp_1",
hold_path,min_path_type,"reg -> reg",
logic_synthesis,edf_count,10,
logic_synthesis,synth-compound-area-share,13.0,%
cts,ctsResizeCount,0,
floorplan,rows,27,
routing,drtIter0Drc,47,
cells_and_area,syn2layout_area_growth,36.5,%
floorplan,die_w,96,um
cts,clk_latency,0.25,ns
logic_synthesis,xor_share,4.11,%
logic_synthesis,synth_dominant_cell_count,"inv_1",
critical_path,critPathRequiredTime,3.84,ns
logic_synthesis,top_cells_by_area,"edfxtp_1 35%, dfxtp_1 9.4%, ha_1 8.8%",
critical_path,crit_type,"in -> out",
cells_and_area,final_cell_area,1160,sq um
logic_synthesis,yosys_warnings,1,
global_route,grt.overflow.total,0,
cells_and_area,ff_latch_area,405,sq um
critical_path,cp_max_fo,3,
place,placed_area,1120,sq um
cts,cts_buffer_depth,2,
floorplan,io_pins,20,
global_route,grt_max_degree,16,
cts,ctsHoldBuffers,0,
final_timing,fmax,328,MHz
final_timing,setup_viol,0,
place,numPortBuffers,19,
logic_synthesis,ys_async_sr_fraction,6.67,%
power,powerDensity,590,nW/um^2
logic_synthesis,synth_seq_share,47.5,%
logic_synthesis,netlist_instances,81,
logic_synthesis,top_cell_area_share,35.2,%
logic_synthesis,syn_area,853,sq um
routing,vias_per_cell,3.77,
critical_path,worstSetupStartpointType,"input pin",
logic_synthesis,synthTopCellsByCount,"11 x inv_1, 10 x edfxtp_1, 7 x nand2_1, 6 x ha_1",
logic_synthesis,synth.cellmix.adderShare,11.1,%
final_timing,setup_tns,0,ns
job,tool_warnings,25,
logic_synthesis,synth_flops,15,
final_timing,finalMaxSlewViolations,0,
logic_synthesis,logic_family,"AND-OR/OR-AND gates",
global_route,grt_pass1_vias,669,
final_timing,finClkSkew,0.00433,ns
critical_path,critPathArrivalTime,2.09,ns
routing,via_count,653,
cts,clk_pin_slew,0.06,ns
global_route,grt_pass1_wl,3.25,mm
floorplan,die_h,96,um
final_timing,fin_crit,3.05,ns
cts,clock-root-buffer,"clkbuf_8",
cts,post_cts_buffers,0,
routing,wirelength,1.88,mm
routing,first_pass_iters,4,
final_timing,slew_headroom,46.4,%
logic_synthesis,yosys_cells,81,
routing,diodes,0,
job,drv_cap,0,
routing,drc,0,
power,ir_drop,0.000319,V
logic_synthesis,simple_gate_area_share,12.3,%
final_timing,timing.final.hold_violations,0,
global_route,antenna_found_initial,0,
final_timing,worstMarginPinSlew,0.802,ns
cells_and_area,fillers,627,
cts,cts_buffers,3,
logic_synthesis,mux_share,5.28,%
power,leakage,0.000462,uW
cts,numClockSinks,15,
final_timing,rsz0062_at_grt,"no",
cts,cts_tree,"built",
critical_path,worst_setup_path_end_kind,"output pin",
place,gp_congestion,0.773,
logic_synthesis,flop_cell,"edfxtp_1",
routing,antenna_left,0,
cts,cts_htree_levels,1,
routing,post_drt_wl_per_cell,10.8,um
logic_synthesis,synth.distinct_cells,27,
floorplan,core,5540,sq um
floorplan,fp_util,15.4,%
cells_and_area,utilization,21.0,%
cells_and_area,drive_gt1_share,9.90,%
global_route,grt_usage,4.36,%
## registers in the layout (all words and copies together) (netlist names)
register	flops
count	2
product	8
state	1
multiplicand	4
## final cells by class
class | instances | share of cell area [%]
inverter | 11 | 3.54
multi-input combinational | 52 | 33.6
tap | 72 | 7.73
sequential | 15 | 34.8
clock buffer | 3 | 3.54
clock inverter | 1 | 0.430
timing repair buffer | 19 | 16.3
## layout by cell type (no fill, tap or decap), types with 2 or more instances in the layout
master	instances
clkdlybuf4s50_1	19
inv_1	11
edfxtp_1	10
nand2_1	7
ha_1	6
nor2b_1	4
mux2_2	4
o31ai_1	4
nor2_1	4
a21oi_1	4
dfxtp_1	4
o21ai_0	3
clkbuf_8	3
xor2_1	2
xnor2_1	2
and3_1	2
## worst paths after layout
check	from	end	slack, ns	cells after the start
max reg2reg	state	product[7]	2.29	9
min	product[4]	product[4]	0.53	2
max in group asynchronous	reset	state	3.79	1
min in group asynchronous	reset	state	0.88	1
min reg2reg	product[4]	product[4]	0.53	2
max	reset	ready	1.75	3
## per-layer routing
metal	track usage (%)	vias up	wire length, um
li1	-	324	-
met2	7.12	18	872
met1	5.38	309	863
met5	0	-	0
met4	0.614	0	24
met3	1.89	2	116
## through the flow
| stage | setup WS, ns | power, uW | instances | hold WS (ns) |
|---|---|---|---|---|
| finish | 1.75 | 687 | 173 | 0.531 |
| global route | 1.67 | 760 | 173 | 0.559 |
| CTS | 1.72 | 701 | 173 | 0.532 |
| detailed placement | 1.72 | 593 | 169 | 0.519 |
| global placement | 1.73 | 592 | 169 | 0.521 |
| floorplan | 2.49 | 466 | 81 | 0.460 |
## kinds of logic (layout without fill, tap and decap cells)
family	Yosys count	count (layout)
compound gates	17	17
simple gates	20	20
flops	15	15
mux	4	4
xor+xnor	4	4
fa+ha+maj	7	7
buf+inv	14	34
## critical path, stage by stage
cell and delay [ns]:
clkdlybuf4s50_1 0.51, nor2b_1 0.14, clkdlybuf4s50_1 0.48
## power by group
group	leakage (uW)	switching [uW]	total, uW	internal [uW]
logic	0.000295	140	331	190
registers	0.000142	50.8	254	204
clock network	0.0000255	44.2	102	57.4
Power and IR drop assume default switching activity.
