==> ./design.v <==
module textlcd(CLOCK_50, KEY, SW,LCD_RS, LCD_RW, LCD_EN, LCD_DATA, LCD_ON, LCD_BLON);
	input CLOCK_50; 
	input [3:0] KEY; 
	input [7:0] SW;
	output LCD_RS, LCD_RW, LCD_EN;
	output [7:0] LCD_DATA;
	output LCD_ON, LCD_BLON;
	wire start, RS, done;
	wire [7:0] data;
	wire CS = 1'b1;
	wire clk_50 = CLOCK_50;
	wire reset = ~KEY[0];
	lcd_test u1 (clk_50, reset, SW[7:0] ,start, RS, data, done);
	lcd_controller u2 (clk_50, reset, start, CS, RS, data, done, LCD_RS, LCD_RW, LCD_EN, LCD_DATA);
	assign LCD_ON = 1'b1;
	assign LCD_BLON = 1'b1;
endmodule
module lcd_controller(clk, reset, start, CS, RS, data, done, LCD_RS, LCD_RW, LCD_E, LCD_data);
	input clk; 
	input reset, start;
	input CS, RS;
	input [7:0] data;
	output done;
	output LCD_RS, LCD_RW, LCD_E;
	output [7:0] LCD_data;
	reg [2:0] state;
	reg [3:0] count;
	localparam S0=0, S1=1, S2=2, S3=4, S4=3;
	localparam PW_E = 12; 
	assign LCD_RS = RS; 
	assign LCD_RW = 1'b0; 
	assign LCD_data = data; 
	always @(posedge clk or posedge reset) begin
	if (reset) state <= S0;
	else
		case (state)
			S0: if (start & CS) state <= S1;
			S1: state <= S2;
			S2: begin state <= S3; count <= PW_E - 1; end
			S3: if (count == 0) state<= S4;
			else count <= count - 1;
			S4: state <= S0;
			default: state <= S0;
		endcase
	end
	assign LCD_E = (state==S3);
	assign done = (state==S4);
endmodule
module lcd_test(clk, reset, SW,start, RS, data, done);
	input clk;
	input reset;
	input [7:0] SW;
	output start, RS;
	output [7:0] data;
	input done;
	reg [5:0] index;
	reg [7:0] data;
	reg [1:0] state;
	reg [17:0] count;
	reg RS, halt, jump;
	wire start;
	localparam DELAY = 4_100_000 / 20;
	localparam INIT = 0;
	localparam LINE1 = INIT + 4;
	localparam LINE2 = LINE1 + 2;
	localparam LAST = LINE2 + 2;
	localparam S0=0, S1=1, S2=2, S3=3;
	always @(posedge clk or posedge reset) begin
		 if (reset) begin
			  state <= S0;
			  count <= 0;
			  index <= INIT;
		 end
		 else begin
			  case (state)
					S0: if (~halt) state <= S1;
					S1: state <= S2;
					S2: if (done) begin
						 state <= S3;
						 if(jump) index <= LINE1;
						 else index <= index + 1;
						 count <= DELAY;
					end
					S3: if (count == 0) state <= S0;
						 else count <= count - 1;
					default: state <= S0;
			  endcase
		 end
	end
	assign start = (state == S1);
	always @* begin
		 data = 8'b0;
		 halt = 0; jump = 0;
		 RS = 1;
		 case (index)
			  INIT:       begin data = 8'b0011_1100; RS = 0; end
			  INIT+1:     begin data = 8'b0000_1100; RS = 0; end
			  INIT+2:     begin data = 8'b0000_0110; RS = 0; end
			  INIT+3:     begin data = 8'b0000_0001; RS = 0; end
			  LINE1:      begin data = 8'b1000_0000; RS = 0; end
			  LINE1+1:    data = (SW[7:4]< 10)?{4'b0011,SW[7:4]} : "*";
			  LINE2:      begin data = 8'b1100_0000; RS = 0; end
			  LINE2+1:    begin data = (SW[3:0]< 10)?{4'b0011,SW[3:0]} : "*"; jump = 1;end
			  LAST:       halt = 1;
			  default:    halt = 1;
		 endcase
	end
endmodule
==> ./run.sh <==
#!/bin/bash
# OpenROAD 26Q1-2900-gdf79404cd8, Yosys 0.63+post, stock flow scripts
make -C /OpenROAD-flow-scripts/flow DESIGN_CONFIG=/design/flow/config.mk WORK_HOME=/design/flow/orfs finish
==> ./config.mk <==
export PLATFORM = sky130hd
export DESIGN_NAME = textlcd
export DESIGN_NICKNAME = textlcd
export VERILOG_FILES = /design/flow/design.v
export SDC_FILE = /design/flow/constraint.sdc
export NUM_CORES = 4
export LEC_CHECK = 1
export CORE_AREA = 10 10 111 111
export DIE_AREA = 0 0 121 121
==> ./constraint.sdc <==
current_design textlcd

set clk_period 5.6
set clk_io_pct 0.2

create_clock -name clk0 -period $clk_period [get_ports {CLOCK_50}]

set non_clock_inputs [all_inputs -no_clocks]
set_input_delay [expr $clk_period * $clk_io_pct] -clock clk0 $non_clock_inputs
set_output_delay [expr $clk_period * $clk_io_pct] -clock clk0 [all_outputs]
==> notes.md <==
fresh numbers from the pnr run: result of the run finished, final reports clean, DR pass1 iterations 4, post-route minimum period 3.78 ns, wirelength, routed 4.33 mm, number of inserted diodes 0, average size of a mapped cell 9.21 um^2, Top FF cell, synth dfrtp_1, # port buffers 19, Residual DRC 0, Clock Skew 0.00602 ns, most used logic cell in the final layout dfrtp_1, most area-hungry cell type in the Yosys netlist dfrtp_1, synthesized area 2110 um^2, delay of the slowest cell on the worst path 0.46 ns, power density over the cells 205 nW/um^2, clock sink count 37, wire length of the first global-routing pass 7.86 mm, wire length per cell 11.3 um, HPWL after detailed placement 3.02 mm, highest clock frequency the design can meet 265 MHz, share of the synthesized area in the top cell type 0.368, Worst Max-Slew Pin Slew 0.778 ns, fillcell total 1006, depth of the CTS H-tree 2, data required time at the worst endpoint 4.48 ns, antenna violations before repair 0, Hold Buf Count CTS 0, count of flip-flops with a built-in enable after synthesis 4, unique cell type count in the Yosys netlist 50, vias in the first global route 1699, area used by sequential logic in the layout 948 um^2, Clk pin slew, worst setup/hold paths 0.07 ns, Cell area leaders dfrtp_1 (37%), edfxtp_1 (5.7%), nor2_1 (4.5%), final weighted congestion of routability-driven global placement 0.804, CTS tree yes, area of the die 14600 um^2, largest fanout on the critical path 3, clock tree buffer depth 2, Combinational Area 1060 um^2, area reported by Yosys stat 2110 um^2, sequential area share after synthesis 0.450, leakage power figure 1.13 nW, cell row count 36, die height 121 um, GR Util All Layers 0.0615, vias per cell 4.32, post-cts repair resize count 0, RSZ-0062 raised after global routing no, sum of overflow across all layers after global routing 0, portion of the clock cycle consumed by the worst path in the final layout 0.675, Worst-Skew Late Latency 0.28 ns, OpenROAD warnings 31, max-cap violations 0, Overall Power 521 uW, flip-flop and latch count after synthesis 37, die extent in x 121 um, Hold Violations, Final 0, post-CTS repair timing setup buffer count 0, vias 1655, number of pins with negative max-slew slack in the final report 0, critical path's slowest cell clkdlybuf4s50_1, pin count of the biggest net entering global routing 35, CTS root buf clkbuf_8, cells in synth_stat.txt 229, critical setup path kind in2out, most frequently placed logic cells in the final layout dfrtp_1 (31), nor2_1 (25), nand2_1 (22), crit-path cells clkdlybuf4s50_1 -> o21ai_0 -> nand2_1 -> nor3_1 -> a22oi_1 -> nand2_1 -> clkdlybuf4s50_1, normalized max-slew margin 0.479, proportion of layout cells with a drive suffix above 1 0.0880, endpoint type of the worst setup path output pin, warning count from the yosys run 2, # setup viols final 0, Synth async-reset ratio 0.892, Crit path arrival time 2.66 ns, area of the core 9860 um^2, Ports 26, synthesized netlist cell count 229, startpoint types input pin, worst vdd rail ir drop 0.114 mV, Starting DRT DRC Count 97, Post-Route Setup TNS 0 ns, Hold Path Class reg2reg, Initial Utilization 0.214, layout-stage area growth over the synthesis result 20.8%, number of buffers created by CTS 5, remaining antenna violation count after routing 0
-- routing by layer --
| layer | vias to the layer above | global-route usage | part of all wire |
|---|---|---|---|
| met5 | - | 0 | 0 |
| met2 | 39 | 0.0833 | 0.38 |
| met3 | 7 | 0.0175 | 0.073 |
| li1 | 841 | - | - |
| met1 | 768 | 0.0956 | 0.53 |
| met4 | 0 | 0.0106 | 0.018 |
-- cell type report --
type | count | area share
clock inverter | 1 | 0.0118
sequential | 37 | 0.372
inverter | 12 | 0.0177
timing repair buffer | 21 | 0.0806
multi-input combinational | 172 | 0.418
tap | 133 | 0.0654
clock buffer | 7 | 0.0339
-- state kept, by name (all words and copies together) (netlist names) --
| signal | cells |
|---|---|
| u2.state | 5 |
| u1.state | 4 |
| u2.count | 4 |
| u1.count | 18 |
| u1.index | 6 |
-- stage by stage --
stage,util,area [um^2],setup WS (ns),hold WS (ns),std cells
after global placement,0.246,2430,1.79,0.333,375
after detailed placement,0.246,2430,1.82,0.339,375
final,0.258,2550,1.82,0.352,383
after global routing,0.258,2550,1.66,0.382,383
after CTS,0.258,2550,1.81,0.357,383
after floorplan,-,2110,2.86,0.331,230
-- kinds of logic after synthesis --
family / after synthesis / synth area share
DFF: 37 / 0.450
buffers and inverters: 21 / 0.0469
xor gates and xnor gates: 14 / 0.0582
other: 2 / 0.00356
AOI/OAI and AO/OA: 44 / 0.136
adders and majority gates: 6 / 0.0356
and+or+nand+nor: 103 / 0.260
muxes: 2 / 0.00950
-- worst max-delay path, delay by kind of cell --
kind / cells / cell delay, ns
AND/OR/NAND/NOR: 3 / 0.39
buffers and inverters: 2 / 0.89
AND-OR/OR-AND: 2 / 0.27
-- cells in the mapped netlist, types with 3 or more instances --
library cell  number
buf_4              3
edfxtp_1           4
xnor2_1            4
inv_1             12
nand3_1            9
and3_1             5
clkbuf_1           4
nand2_1           22
xor2_1            10
a21oi_1            8
nor2_1            25
o21ai_0           17
dfrtp_1           31
nor4_1             5
a21o_1             3
nor3_1            13
and2_1             4
ha_1               6
-- where the power goes --
| part | internal (mW) | total [mW] | leakage (nW) | switching (mW) |
|---|---|---|---|---|
| combinational | 0.00662 | 0.0137 | 0.591 | 0.00710 |
| sequential | 0.271 | 0.271 | 0.482 | 0 |
| clock | 0.145 | 0.237 | 0.0585 | 0.0916 |
-- final timing paths --
path	from	endpoint	slack (ns)	cells after the start
worst min-delay path	u2.state[3]	u2.state[2]	0.35	0
min in group asynchronous	KEY[0]	u1.state[1]	1.25	2
max in group asynchronous	KEY[0]	u1.state[0]	4.02	2
worst max-delay path	SW[6]	LCD_DATA[0]	1.82	7
worst max register to register	u1.count[0]	u1.count[0]	3.15	7
worst min register to register	u2.state[3]	u2.state[2]	0.35	0
Power and IR drop assume default switching activity.
